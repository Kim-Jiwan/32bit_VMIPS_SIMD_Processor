==> design.v <==
module vreg_file_y(read_reg1, read_reg2, write_reg, write_data, clk, rst, reg_write,
				  reg_read_data1, reg_read_data2);
	input 	[4:0]		read_reg1, read_reg2, write_reg;
	input 	[31:0]	write_data;
	input 					clk, rst, reg_write;
	output  [31:0] 	reg_read_data1, reg_read_data2;
	reg [31:0] reg_array[31:0];
	always @(posedge clk) begin
		if(~rst) begin
			reg_array[0] <= 32'b0;
			reg_array[1] <= 32'b0;
			reg_array[2] <= 32'b0;
			reg_array[3] <= 32'b0;
			reg_array[4] <= 32'b0;
			reg_array[5] <= 32'b0;
			reg_array[6] <= 32'b0;
			reg_array[7] <= 32'b0;
			reg_array[8] <= 32'b0;
			reg_array[9] <= 32'b0;
			reg_array[10] <= 32'b0;
			reg_array[11] <= 32'b0;
			reg_array[12] <= 32'b0;
			reg_array[13] <= 32'b0;
			reg_array[14] <= 32'b0;
			reg_array[15] <= 32'b0;
			reg_array[16] <= 32'b0;
			reg_array[17] <= 32'b0;
			reg_array[18] <= 32'b0;
			reg_array[19] <= 32'b0;
			reg_array[20] <= 32'b0;
			reg_array[21] <= 32'b0;
			reg_array[22] <= 32'b0;
			reg_array[23] <= 32'b0;
			reg_array[24] <= 32'b0;
			reg_array[25] <= 32'b0;
			reg_array[26] <= 32'b0;
			reg_array[27] <= 32'b0;
			reg_array[28] <= 32'b0;
			reg_array[29] <= 32'b0;
			reg_array[30] <= 32'b0;
			reg_array[31] <= 32'b0;
		end
		else begin
			if(reg_write) begin
				reg_array[write_reg] <= write_data;
			end
		end
	end
	assign reg_read_data1 = (read_reg1 == 0) ? 32'b0 : reg_array[read_reg1];
	assign reg_read_data2 = (read_reg2 == 0) ? 32'b0 : reg_array[read_reg2];
endmodule
==> run.sh <==
#!/bin/bash
# OpenROAD 26Q1-2900-gdf79404cd8, Yosys 0.63+post, stock flow scripts
make -C /OpenROAD-flow-scripts/flow DESIGN_CONFIG=/design/flow/config.mk WORK_HOME=/design/flow/orfs finish
==> config.mk <==
export PLATFORM = sky130hd
export DESIGN_NAME = vreg_file_y
export DESIGN_NICKNAME = vreg_file_y
export VERILOG_FILES = /design/flow/design.v
export SDC_FILE = /design/flow/constraint.sdc
export NUM_CORES = 4
export LEC_CHECK = 1
export CORE_UTILIZATION = 40
==> constraint.sdc <==
current_design vreg_file_y

set clk_period 9.3
set clk_io_pct 0.2

create_clock -name clk0 -period $clk_period [get_ports {clk}]

set non_clock_inputs [all_inputs -no_clocks]
set_input_delay [expr $clk_period * $clk_io_pct] -clock clk0 $non_clock_inputs
set_output_delay [expr $clk_period * $clk_io_pct] -clock clk0 [all_outputs]
==> reports/results.ini <==
[timing]
rsz0062_at_grt = false
finalHoldViolCount = 0
holdWs_ps = 1910
fmax_mhz = 127
relSlewSlack_pct = 22.9
finalClockPeriodUsage_pct = 84.5
period_minus_slack_ps = 7860
setup_violations = 0
fin_setup_tns_ps = 0
setup_ws_ps = 1440
tightest_slew_ps = 1130
drv_slew = 0

[worst_setup_path]
cp.arrival_ps = 6000
crit_path_start_kind = primary input
critPathTopFamily = buffers and inverters
end_kind = output pin
worstPathRequired_ps = 7440
path_max_fanout = 19
path_buffers = 4
cpPeakStageDelay_ps = 880
worstPathCellList = clkdlybuf4s50_1 -> buf_4 -> nand3b_1 -> buf_4 -> o22ai_1 -> a2111oi_0 -> nor3_1 -> clkdlybuf4s50_1
path_class = primary input to output pin
cp_slowest_cell = nor3_1

[final_layout]
area_growth_pct = 12.7
regMostFlops = reg_array
layout_top_cells = and2_1, edfxtp_1, mux4_2
fin_util_pct = 45.7
mostFrequentLayoutCell = and2_1
fillers = 11297
reg_top3 = reg_array (1024)
largest_reg_flops = 1024
drive_gt1_share_pct = 24.6
fin_area_um2 = 61300

[power]
power_per_cell_area_nw_per_um2 = 180
ir_drop_mv = 0.143
p_leak_nw = 20.7

[logic_synthesis]
yosys_cells = 3561
synth_cells = 3561
yosysUniqueCellTypes = 42
syn_avg_cell_area_um2 = 15.3
synth_area_um2 = 54400
yosys_warnings = 1
synth_chip_area_um2 = 54400
ys.flops = 1024
postSynthSeqShare_pct = 56.6

[routing]
ant_nets = 0
num_vias = 32771
wire_per_inst_um = 33.4
dr.pass1.iters = 7
vias_per_cell = 6.04
drt-total-wl_mm = 181
drtIter0Drc = 2242
drc = 0

[run]
tool_warnings = 26
max-cap-violations = 0

[floorplanning]
die_width_um = 371
chipArea_um2 = 137000
ios = 114
fp_util_pct = 40.5
core_um2 = 134000
rows = 134
die_h_um = 371

[clocking]
cts_max_level = 3
cts.sinks = 1024
ctsLongestPathBuffers = 3
ctsRootBufferMaster = clkbuf_16
cts_buffers = 108
cts.clk_slew.worst_paths_ps = 60
cts_tree = built
postCtsSetupRepairBufs = 0
cts_resized = 0
hold_buffers = 0

[placed_design]
pre_cts_slack_ps = 1820
io_buffers = 113
dpl_cell_area_um2 = 58000
place_hpwl_mm = 109
gp_congestion = 0.962

[global_routing]
grt_pass1_wl_mm = 256
grt_util_all_layers_pct = 29.1
antenna_found_initial = 3
grt_max_degree = 73
grt_pass1_vias = 35561
overflow = 0

[status]
status = finished clean

[min_path]
hold_class = primary input to flop

==> cells in the mapped netlist <==
| cell type | count | area share, % |
|---|---|---|
| a22oi_1 | 18 | 0.25 |
| nor2b_1 | 17 | 0.20 |
| clkbuf_1 | 275 | 1.9 |
| or3b_2 | 3 | 0.048 |
| nand4b_1 | 2 | 0.032 |
| and2_1 | 1027 | 12 |
| a21oi_1 | 10 | 0.092 |
| o221ai_1 | 5 | 0.081 |
| or3_1 | 3 | 0.035 |
| a32o_1 | 4 | 0.074 |
| nor4b_1 | 1 | 0.016 |
| nor4_1 | 5 | 0.058 |
| nand3b_1 | 5 | 0.069 |
| o22ai_1 | 103 | 1.2 |
| a311oi_1 | 1 | 0.016 |
| and4b_1 | 1 | 0.018 |
| mux2_2 | 34 | 0.70 |
| a221oi_1 | 4 | 0.064 |
| a31oi_1 | 2 | 0.023 |
| o21ai_0 | 32 | 0.29 |
| buf_6 | 11 | 0.23 |
| buf_2 | 58 | 0.53 |
| nand4_1 | 1 | 0.012 |
| buf_4 | 30 | 0.41 |
| edfxtp_1 | 1024 | 57 |
| a31o_2 | 1 | 0.016 |
| nor3_1 | 54 | 0.50 |
| inv_1 | 3 | 0.021 |
| buf_8 | 2 | 0.055 |
| nand2_1 | 10 | 0.069 |
| buf_1 | 21 | 0.14 |
| mux2i_1 | 161 | 3.0 |
| nand3_1 | 5 | 0.046 |
| a211oi_1 | 6 | 0.083 |
| or2_2 | 2 | 0.023 |
| or3b_1 | 1 | 0.016 |
| nand2b_1 | 5 | 0.058 |
| mux4_2 | 464 | 19 |
| nor2_1 | 38 | 0.26 |
| a2111oi_1 | 4 | 0.074 |
| a22o_1 | 51 | 0.82 |
| a2111oi_0 | 57 | 0.92 |
==> stage by stage <==
step,std cells,total power (W)
global placement,5226,0.00693
CTS,5423,0.0111
floorplan,3561,0.00630
finish,5424,0.0110
global route,5423,0.0113
detailed placement,5226,0.00693
==> cells by family (layout without fill, tap and decap cells) <==
logic type             after synthesis  in the layout  synth area share (%)
AND/OR/NAND/NOR                   1180           1180                  13.3
other                                0              1                     0
flip-flops                        1024           1024                  56.6
multiplexers                       659            659                  22.9
buffers and inverters              400            494                  3.30
AND-OR/OR-AND                      298            298                  3.99
==> path summary, 6_finish.rpt <==
path / startpoint / end / cells after the start
max: read_reg2[3] / reg_read_data2[27] / 8
min: rst / reg_array[16][22]$_SDFFCE_PN0P_ / 2
==> where the power goes <==
part           internal, W  leakage, nW  switching, W
registers          0.00533         9.74      0.000123
logic             0.000609         9.35      0.000794
clock network      0.00236         1.61       0.00180
==> layer usage <==
layer	share of wire, %	wire length, um	global-route usage [%]
met5	0.33	602	3.53
met4	4.3	7840	9.45
met3	18	32600	22.6
met2	44	80400	40.3
met1	33	59500	35.3
==> area by class of cell <==
| cell class | count | area (um2) | share of cell area (%) |
|---|---|---|---|
| Antenna cell | 1 | 2.50 | 0.00408 |
| Clock buffer | 140 | 2890 | 4.71 |
| Clock inverter | 57 | 433 | 0.706 |
| Inverter | 3 | 11.3 | 0.0184 |
| Multi-Input combinational cell | 2137 | 22400 | 36.5 |
| Sequential cell | 1024 | 30700 | 50.2 |
| Tap cell | 1768 | 2210 | 3.61 |
| Timing Repair Buffer | 294 | 2590 | 4.23 |
Power and IR drop assume default switching activity.
