## design.v

```verilog
module vreg_file_w(read_reg1, read_reg2, write_reg, write_data, clk, rst, reg_write,
				  reg_read_data1, reg_read_data2);
	input 	[4:0]		read_reg1, read_reg2, write_reg;
	input 	[31:0]	write_data;
	input 					clk, rst, reg_write;
	output  [31:0] 	reg_read_data1, reg_read_data2;
	reg [31:0] reg_array[31:0];
	always @(posedge clk) begin
		if(~rst) begin
			reg_array[0] <= 32'b0;
			reg_array[1] <= 32'b0;
			reg_array[2] <= 32'b0;
			reg_array[3] <= 32'b0;
			reg_array[4] <= 32'b0;
			reg_array[5] <= 32'b0;
			reg_array[6] <= 32'b0;
			reg_array[7] <= 32'b0;
			reg_array[8] <= 32'b0;
			reg_array[9] <= 32'b0;
			reg_array[10] <= 32'b0;
			reg_array[11] <= 32'b0;
			reg_array[12] <= 32'b0;
			reg_array[13] <= 32'b0;
			reg_array[14] <= 32'b0;
			reg_array[15] <= 32'b0;
			reg_array[16] <= 32'b0;
			reg_array[17] <= 32'b0;
			reg_array[18] <= 32'b0;
			reg_array[19] <= 32'b0;
			reg_array[20] <= 32'b0;
			reg_array[21] <= 32'b0;
			reg_array[22] <= 32'b0;
			reg_array[23] <= 32'b0;
			reg_array[24] <= 32'b0;
			reg_array[25] <= 32'b0;
			reg_array[26] <= 32'b0;
			reg_array[27] <= 32'b0;
			reg_array[28] <= 32'b0;
			reg_array[29] <= 32'b0;
			reg_array[30] <= 32'b0;
			reg_array[31] <= 32'b0;
		end
		else begin
			if(reg_write) begin
				reg_array[write_reg] <= write_data;
			end
		end
	end
	assign reg_read_data1 = (read_reg1 == 0) ? 32'b0 : reg_array[read_reg1];
	assign reg_read_data2 = (read_reg2 == 0) ? 32'b0 : reg_array[read_reg2];
endmodule
```

## config.mk

```make
export PLATFORM = sky130hd
export DESIGN_NAME = vreg_file_w
export DESIGN_NICKNAME = vreg_file_w
export VERILOG_FILES = /design/flow/design.v
export SDC_FILE = /design/flow/constraint.sdc
export NUM_CORES = 4
export LEC_CHECK = 1
export CORE_UTILIZATION = 50
```

## run.sh

```bash
#!/bin/bash
# OpenROAD 26Q1-2900-gdf79404cd8, Yosys 0.63+post, stock flow scripts
make -C /OpenROAD-flow-scripts/flow DESIGN_CONFIG=/design/flow/config.mk WORK_HOME=/design/flow/orfs finish
```

## constraint.sdc

```tcl
current_design vreg_file_w

set clk_period 11.6
set clk_io_pct 0.2

create_clock -name clk0 -period $clk_period [get_ports {clk}]

set non_clock_inputs [all_inputs -no_clocks]
set_input_delay [expr $clk_period * $clk_io_pct] -clock clk0 $non_clock_inputs
set_output_delay [expr $clk_period * $clk_io_pct] -clock clk0 [all_outputs]
```

==> flow_metrics.tcl <==
# metrics dict for downstream scripts
set metrics [dict create \
    cts_root_buffer "sky130_fd_sc_hd__clkbuf_16" \
    drtIter0Drc 2064 \
    number_of_flops_mapped_to_enable_cells_by_yosys 1024 \
    sequential_cell_area_mm2 0.0307 \
    timing.critical_path.arrival_ps 6470 \
    leakagePower_uw 0.0208 \
    core_util_floorplan 0.506 \
    sequentialPowerShare 0.486 \
    outcome "finished clean" \
    grt_antenna_before_repair 5 \
    hold_path.class "input pin to register" \
    timing.setup.tns_ps 0 \
    setup_violations 0 \
    fraction_of_synthesized_cell_area_in_xor_and_xnor_cells 0 \
    count_of_unique_library_cells_instantiated_by_yosys 42 \
    synthCells 3561 \
    power.share.switching 0.242 \
    route.final.wire_length_mm 178 \
    synth_flops 1024 \
    worst_path_dominant_cell_family "buffers and inverters" \
    design.core.area_mm2 0.108 \
    flop_cell "sky130_fd_sc_hd__edfxtp_1" \
    p_sw_uw 2180 \
    drt_drc_violations_left 0 \
    critical_path_class "input pin to primary output" \
    post_route_cells_drive_above_1_share 0.250 \
    power-per-cell-area_mw_per_mm2 147 \
    adder_share 0 \
    cts-buffers-inserted 111 \
    maximum_number_of_pins_on_one_net_before_global_route_repair 86 \
    power.clock.fraction 0.392 \
    drt-vias-per-instance 6.57 \
    groute.layer.met1.usage 0.429 \
    timing.fmax_ghz 0.114 \
    stage_log_warnings 26 \
    largestRegisters "reg_array (1024)" \
    synth_area_mm2 0.0544 \
    cts_buffer_depth 3 \
    synth.largest_area_cell "sky130_fd_sc_hd__edfxtp_1" \
    grt.met3_usage 0.286 \
    cell_rows 120 \
    final_common_cell "sky130_fd_sc_hd__and2_1" \
    postSynthSeqShare 0.566 \
    crit_chain "buf_8 > buf_4 > buf_4 > mux2i_1 > o221ai_1 > a221oi_1 > a2111oi_0 > buf_4 > clkdlybuf4s50_1" \
    portBuffers 113 \
    layout.filler_cells 7972 \
    power.total_uw 9000 \
    die_h_um 332 \
    globalRouteMet2Util 0.518 \
    yosys_cells 3561 \
    cts_repair_resize_count 0 \
    async_flop_share 0 \
    worst_setup_path_start_kind "input pin" \
    cp.required_ps 9280 \
    synth-compound-area-share 0.0399 \
    simple_gate_area_frac 0.133 \
    power.share.combinational 0.122 \
    power_report.internal_total_uw 6830 \
    grt_pass1_vias 36779 \
    crit_path_max_incr_delay_ps 1140 \
    regMostFlops "reg_array" \
    final_max_slew_viol_count 0 \
    worstPathBufferInverterCount 5 \
    grtUsageTotal 0.366 \
    place_congestion 0.922 \
    post_synth_main_area_contributors "sky130_fd_sc_hd__edfxtp_1 57%, sky130_fd_sc_hd__mux4_2 19%, sky130_fd_sc_hd__and2_1 12%" \
    largest_reg_flops 1024 \
    post-route-util 0.568 \
    timing.critical_path.to_type "primary output" \
    synthDominantCellAreaShare 0.566 \
    hold_buffers 0 \
    syn-mean-instance-area_um2 15.3 \
    cts.reportedPaths.clkPinSlew_ps 60 \
    yosys-mux-area-fraction 0.229 \
    post_drt_wl_per_cell_um 35.1 \
    crit_slowest_cell "sky130_fd_sc_hd__a2111oi_0" \
    finalClockPeriodUsage 0.758 \
    maxSlewHeadroom 0.104 \
    top_level_ports 114 \
    worst-path-max-fanout 59 \
    ir_drop_mv 0.115 \
    max_cap_violations 0 \
    yosys_warnings 1 \
    final_period_minus_worst_setup_slack_ps 8790 \
    rsz0062_at_grt "no" \
    die-area_mm2 0.110 \
    post_cts_buffers 0 \
    dp_hpwl_mm 103 \
    die_w_um 332 \
    syn2layout_area_growth_pct 12.3 \
    cts_tree "yes" \
    total_number_of_vias 33318 \
    critical_path.most_common_cell "sky130_fd_sc_hd__buf_4" \
    layout_top_cells "1026 x sky130_fd_sc_hd__and2_1, 1024 x sky130_fd_sc_hd__edfxtp_1, 464 x sky130_fd_sc_hd__mux4_2, 185 x sky130_fd_sc_hd__buf_4, 161 x sky130_fd_sc_hd__mux2i_1" \
    grt_pass1_wl_mm 256 \
    multiInputGateArea_mm2 0.0224 \
    htreeDepth 3 \
    drt.antenna.violating_nets 0 \
    yosysChipArea_mm2 0.0544 \
    grt_busiest_layer "met2" \
    hold_viol 0 \
    ys_top_logic_family "multiplexers" \
    cts_sinks 1024 \
    overflow 0 \
    worst-slew-pin-transition_ps 1310 \
    drt_pre_antenna_iters 5 \
]
[cell type report]
cell class	count	share of cell area
antenna	8	0.000328
clock buffer	135	0.0480
clock inverter	65	0.0106
inverter	3	0.000184
multi-input combinational	2137	0.367
sequential	1024	0.504
tap	1403	0.0288
timing repair buffer	298	0.0417
[metrics by stage]
step,hold WS [ps],area (um2),instances,setup slack [ps]
global placement,2860,57400,4865,2920
CTS,2130,61000,5065,2960
finish,2170,61000,5073,2810
global route,2160,61000,5065,2590
floorplan,2520,54400,3561,5360
detailed placement,2870,57400,4865,2960
[synthesized netlist by cell type (3+ instances only)]
library cell                   n
sky130_fd_sc_hd__nor3_1       54
sky130_fd_sc_hd__a22oi_1      18
sky130_fd_sc_hd__mux2i_1     161
sky130_fd_sc_hd__o22ai_1     103
sky130_fd_sc_hd__or3_1         3
sky130_fd_sc_hd__buf_6        11
sky130_fd_sc_hd__nand3b_1      5
sky130_fd_sc_hd__a21oi_1      10
sky130_fd_sc_hd__buf_2        58
sky130_fd_sc_hd__nor2b_1      17
sky130_fd_sc_hd__nor2_1       38
sky130_fd_sc_hd__a2111oi_0    57
sky130_fd_sc_hd__a32o_1        4
sky130_fd_sc_hd__a221oi_1      4
sky130_fd_sc_hd__inv_1         3
sky130_fd_sc_hd__a22o_1       51
sky130_fd_sc_hd__nand2_1      10
sky130_fd_sc_hd__nand3_1       5
sky130_fd_sc_hd__a211oi_1      6
sky130_fd_sc_hd__nand2b_1      5
sky130_fd_sc_hd__o21ai_0      32
sky130_fd_sc_hd__buf_4        30
sky130_fd_sc_hd__and2_1     1027
sky130_fd_sc_hd__mux2_2       34
sky130_fd_sc_hd__nor4_1        5
sky130_fd_sc_hd__clkbuf_1    275
sky130_fd_sc_hd__a2111oi_1     4
sky130_fd_sc_hd__edfxtp_1   1024
sky130_fd_sc_hd__or3b_2        3
sky130_fd_sc_hd__o221ai_1      5
sky130_fd_sc_hd__mux4_2      464
sky130_fd_sc_hd__buf_1        21
[power groups by stage]
stage	sequential, uW	clock, uW	combinational (uW)
after CTS	4370	3560	1090
after global routing	4400	3700	1150
final	4380	3530	1100
[layer usage]
metal / up-vias / part of all wire
met5: - / 0.0012
met4: 12 / 0.051
met3: 473 / 0.18
met2: 2819 / 0.46
met1: 16157 / 0.30
li1: 13857 / -
[cells by family (layout without fill, tap and decap cells)]
family          count (synthesis)  after routing
compound gates                298            298
buf+inv                       400            501
flops                        1024           1024
mux                           659            659
other cells                     0              8
simple gates                 1180           1180
[path summary, 6_finish.rpt]
check	startpoint	to	cells after the start
max	read_reg2[0]	reg_read_data2[4]	9
min	rst	reg_array[12][8]	2
Power is estimated from default activity; no workload was simulated.
