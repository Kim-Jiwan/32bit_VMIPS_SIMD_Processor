`design/flow/run.sh`:
```
#!/bin/bash
# OpenROAD 26Q1-2900-gdf79404cd8, Yosys 0.63+post, stock flow scripts
make -C /OpenROAD-flow-scripts/flow DESIGN_CONFIG=/design/flow/config.mk WORK_HOME=/design/flow/orfs finish
```
`design/flow/constraint.sdc`:
```
current_design vreg_file_x

set clk_period 9.3
set clk_io_pct 0.2

create_clock -name clk0 -period $clk_period [get_ports {clk}]

set non_clock_inputs [all_inputs -no_clocks]
set_input_delay [expr $clk_period * $clk_io_pct] -clock clk0 $non_clock_inputs
set_output_delay [expr $clk_period * $clk_io_pct] -clock clk0 [all_outputs]
```
`design/flow/design.v`:
```
module vreg_file_x(read_reg1, read_reg2, write_reg, write_data, clk, rst, reg_write,
				  reg_read_data1, reg_read_data2);
	input 	[4:0]		read_reg1, read_reg2, write_reg;
	input 	[31:0]	write_data;
	input 					clk, rst, reg_write;
	output  [31:0] 	reg_read_data1, reg_read_data2;
	reg [31:0] reg_array[31:0];
	always @(posedge clk) begin
		if(~rst) begin
			reg_array[0] <= 32'b0;
			reg_array[1] <= 32'b0;
			reg_array[2] <= 32'b0;
			reg_array[3] <= 32'b0;
			reg_array[4] <= 32'b0;
			reg_array[5] <= 32'b0;
			reg_array[6] <= 32'b0;
			reg_array[7] <= 32'b0;
			reg_array[8] <= 32'b0;
			reg_array[9] <= 32'b0;
			reg_array[10] <= 32'b0;
			reg_array[11] <= 32'b0;
			reg_array[12] <= 32'b0;
			reg_array[13] <= 32'b0;
			reg_array[14] <= 32'b0;
			reg_array[15] <= 32'b0;
			reg_array[16] <= 32'b0;
			reg_array[17] <= 32'b0;
			reg_array[18] <= 32'b0;
			reg_array[19] <= 32'b0;
			reg_array[20] <= 32'b0;
			reg_array[21] <= 32'b0;
			reg_array[22] <= 32'b0;
			reg_array[23] <= 32'b0;
			reg_array[24] <= 32'b0;
			reg_array[25] <= 32'b0;
			reg_array[26] <= 32'b0;
			reg_array[27] <= 32'b0;
			reg_array[28] <= 32'b0;
			reg_array[29] <= 32'b0;
			reg_array[30] <= 32'b0;
			reg_array[31] <= 32'b0;
		end
		else begin
			if(reg_write) begin
				reg_array[write_reg] <= write_data;
			end
		end
	end
	assign reg_read_data1 = (read_reg1 == 0) ? 32'b0 : reg_array[read_reg1];
	assign reg_read_data2 = (read_reg2 == 0) ? 32'b0 : reg_array[read_reg2];
endmodule
```
`design/flow/config.mk`:
```
export PLATFORM = sky130hd
export DESIGN_NAME = vreg_file_x
export DESIGN_NICKNAME = vreg_file_x
export VERILOG_FILES = /design/flow/design.v
export SDC_FILE = /design/flow/constraint.sdc
export NUM_CORES = 4
export LEC_CHECK = 1
export CORE_UTILIZATION = 30
```
==> summary.txt <==
run metrics: first-pass GRT wire length=259 mm, vias in the first global route=35600, routed vias/inst=5.45, Max Freq=~130 MHz, cell internal pwr=between 0.008 and 0.009 W, CTS clk-pin slew, worst paths=roughly 0.06 ns, Min-Delay Path Class=in -> reg, Starting DRT DRC Count=2055, Pre-Repair DR Iteration Count=5, total die size=about 180000 um^2, Initial Utilization=a little under a third, Worst Path Arrival=5.58 ns, Post-CTS Setup Repair Bufs=0, Placed Instances=a little under 6000, CTS tree=yes, cell family with most CP delay=buffers and inverters, CTS Buffer Depth=3, DRT Wirelength=184 mm, max reg flops=around 1000, fin worst setup slack=~1.9 ns, CORE AREA=about 180000 um^2, most frequent logic cell in the layout=and2_1, largest net degree at the start of global routing=~75, number of H-tree levels=3, Tool Warnings=26, Core Util, Final=34.7%, Switch Pwr=approximately 0.0027 W, Post-DP HPWL=between 100 and 150 mm, Cell Type Count=around 42, Final Non-Filler Cells=6016, Syn Inst Count=about 3600, CTS Hold Buffers Added=0, Final min period=approximately 7.4 ns, Clk pwr share=39.1%, clock root buffer=clkbuf_16, Buffers on Ports=113, ys flops=roughly 1000, Post-synth ARST share=0%, Power Density=approximately 180 nW/um^2, post-DR wirelength/cell=between 30 and 40 um, Largest Register=reg_array, Worst Tran Pin Value=about 1.1 ns, Hold Violations, Final=0, GRT overflow=0, post_cts resized=0, Comb power frac=between 10% and 20%, via count=between 30000 and 40000, Worst path max stage delay=0.94 ns, Synth Cell Area=approximately 54000 um^2, final setup fails=0, Sw Share=between 20% and 30%, RSZ-0062 raised after global routing=false, Layout area overhead=14.5%, type of the worst setup path=in -> out, ys cells=roughly 3600, critical path launch point type=input port, biggest regs=reg_array: 1024 flops, Peak VDD IR=about 0.13 mV, CTS sink cnt=1024, I/O pin count=114, Synth Seq Share=56.6%, gpl congestion=~0.91, die x size=approximately 430 um, Commonest flop=edfxtp_1, most frequent CP cell=buf_4, most frequent cells in the layout=and2_1 (1026), edfxtp_1 (1024), mux4_2 (464), total CTS buffers=approximately 110, Maximum Capacitance Violations=0, count of library flops with an enable pin=just over 1000, fin. max-slew vios=0, post-synth area from yosys stat=roughly 54000 um^2, critical path cell sequence=buf_8, buf_4, buf_4, mux4_2, a2111oi_0, nor3_1, clkdlybuf4s50_1, Max-slew headroom=a little over a quarter, cycle use final=between 80% and 90%, CP Data Required Time=7.44 ns, slowest stage cell, crit path=a2111oi_0, Die Ht=428 um, initial antenna violation count=8, Residual DRC=0, status=complete, no violations, worst slack, placed=around 1.8 ns, leak pwr=~21 nW, Synth Warn #=1, antenna violation net count after detailed routing=0, setup_tns=0 ns, share of layout cells above drive strength 1=25.3%, Max FO, Critical Path=about 50, CP bufs+invs=4, num rows=approximately 160, Post-Syn Area per Cell=around 15 um^2, GRT Util Overall=21.5%, part of the power in registers=approximately half, CP endpoint kind=output port
## layout make-up
class / instances / area (um^2)
repair buffers: 302 / 2620
fillers: 16800 / 117000
clock buffers: 127 / 2730
clock inverters: 67 / 769
diodes: 1 / 2.50
flip-flops and latches: 1024 / 30700
multi-input cells: 2137 / 22400
inverters: 3 / 11.3
well taps: 2355 / 2950
## power by group through the flow
stage	Clock [W]	Combinational, W	Sequential, W
4_1_cts	0.00443	0.00138	0.00545
5_1_grt	0.00460	0.00145	0.00548
6_report	0.00439	0.00138	0.00545
## cells by family (layout without fill, tap and decap cells)
group                  Yosys count  after routing  synth area share, %
AOI/OAI and AO/OA              298            298                 3.99
other                            0              1                    0
muxes                          659            659                 22.9
and+or+nand+nor               1180           1180                 13.3
buffers and inverters          400            499                 3.30
DFF                           1024           1024                 56.6
## cells in the mapped netlist, drive strengths merged, types with 6 or more instances
cell type | count | area (um^2)
a21oi | 10 | 50.1
mux2i | 161 | 1610
buf | 122 | 748
o22ai | 103 | 644
nor2b | 17 | 106
nand2 | 10 | 37.5
mux2 | 34 | 383
clkbuf | 275 | 1030
a22oi | 18 | 135
a22o | 51 | 447
nor3 | 54 | 270
a2111oi | 61 | 539
and2 | 1027 | 6420
o21ai | 32 | 160
mux4 | 464 | 10500
nor2 | 38 | 143
edfxtp | 1024 | 30700
a211oi | 6 | 45.0
## metal layers
layer,up-vias,track usage [%],wire length [um]
met5,-,0.781,133
met4,8,8.15,9080
met3,413,15.3,29900
met2,2321,32.2,85300
met1,16200,23.8,59300
li1,13800,-,-
## stage by stage
stage | instance area, um^2 | total power (W) | hold slack (ns)
3_3_place_gp | 58700 | 0.00692 | 2.49
5_1_grt | 62200 | 0.0115 | 1.76
3_5_place_dp | 58700 | 0.00692 | 2.49
4_1_cts | 62200 | 0.0113 | 1.74
2_1_floorplan | 54400 | 0.00630 | 2.06
6_report | 62200 | 0.0112 | 1.78
## worst paths after layout
kind	endpoint	start	depth (start not counted)
hold / removal	reg_array[11][27]	rst	2
setup / recovery	reg_read_data2[18]	read_reg2[0]	7
Power figures rest on the tool's default switching activity, not on a simulated workload.
